## flow/design.v

```verilog
`timescale 1ns / 1ps
module traffic_control(GSN1,GSN2,GWE1,GWE2,RWE,RNS,SN1D1,SN1D2,SN2D1,SN2D2,WE1D1,WE1D2,WE2D1,WE2D2,CLK,RESET);
output GSN1,GSN2,GWE1,GWE2,RWE,RNS;
output [6:0]SN1D1;
output [6:0]SN1D2;
output [6:0]SN2D1;
output [6:0]SN2D2;
output [6:0]WE1D1;
output [6:0]WE1D2;
output [6:0]WE2D1;
output [6:0]WE2D2;
reg GSN1,GSN2,GWE1,GWE2,RWE,RNS;
reg [6:0]SN1D1;
reg [6:0]SN1D2;
reg [6:0]SN2D1;
reg [6:0]SN2D2;
reg [6:0]WE1D1;
reg [6:0]WE1D2;
reg [6:0]WE2D1;
reg [6:0]WE2D2;
input CLK,RESET;
reg [1:0] state;
parameter [1:0]s0 =2'b00;
parameter [1:0]s1 =2'b01;
parameter [1:0]s2 =2'b10;
parameter [1:0]s3 =2'b11;
reg[3:0] count;
reg[3:0] sn1segment1;
reg[3:0] sn1segment2;
reg[3:0] sn2segment1;
reg[3:0] sn2segment2;
reg[3:0] we1segment1;
reg[3:0] we1segment2;
reg[3:0] we2segment1;
reg[3:0] we2segment2;
task display;
input [3:0]a;
output [6:0]o;
	begin
	case(a)
	4'b0000:
	begin
	o[0]=1;o[1]=1;o[2]=1;o[3]=1;o[4]=1;o[5]=1;o[6]=0;
	end
	4'b0001:
	begin
	o[0]=0;o[1]=1;o[2]=1;o[3]=0;o[4]=0;o[5]=0;o[6]=0;
	end
	4'b0010:
	begin
	o[0]=1;o[1]=1;o[2]=0;o[3]=1;o[4]=1;o[5]=0;o[6]=1;
	end
	4'b0011:
	begin
	o[0]=1;o[1]=1;o[2]=1;o[3]=1;o[4]=0;o[5]=0;o[6]=1;
	end
	4'b0100:
	begin
	o[0]=0;o[1]=1;o[2]=1;o[3]=0;o[4]=0;o[5]=1;o[6]=1;
	end
	4'b0101:
	begin
	o[0]=1;o[1]=0;o[2]=1;o[3]=1;o[4]=0;o[5]=1;o[6]=1;
	end
	4'b0110:
	begin
	o[0]=1;o[1]=0;o[2]=1;o[3]=1;o[4]=1;o[5]=1;o[6]=1;
	end
	4'b0111:
	begin
	o[0]=1;o[1]=1;o[2]=1;o[3]=0;o[4]=0;o[5]=0;o[6]=1;
	end
	4'b1000:
	begin
	o[0]=1;o[1]=1;o[2]=1;o[3]=1;o[4]=1;o[5]=1;o[6]=1;
	end
	4'b1001:
	begin
	o[0]=1;o[1]=1;o[2]=1;o[3]=1;o[4]=0;o[5]=1;o[6]=1;
	end
	endcase
	end
endtask
always@(posedge CLK,posedge RESET)
begin
if(RESET==1)
	begin
	state=s0;
	count=4'b0000;
	sn2segment1=4'b0001;
	sn2segment2=4'b0101;
	we1segment1=4'b0011;
	we1segment2=4'b0000;
	we2segment1=4'b0100;
	we2segment2=4'b0101;
	end
else
begin
	if(sn1segment1!=0 && sn1segment2==0)
		begin
		sn1segment1=sn1segment1-1;
		sn1segment2=4'b1010;
		end
	if(sn2segment1!=0 && sn2segment2==0)
		begin
		sn2segment1=sn2segment1-1;
		sn2segment2=4'b1010;
		end
	if(we1segment1!=0 && we1segment2==0)
		begin
		we1segment1=we1segment1-1;
		we1segment2=4'b1010;
		end
	if(we2segment1!=0 && we2segment2==0)
		begin
		we2segment1=we2segment1-1;
		we2segment2=4'b1010;
		end
 case(state)
s0 :
	begin
	if(count==4'b1111)
	begin
	state = s1;
	count=4'b0000;
	sn1segment1 = 4'b0100;
	sn1segment2 = 4'b0101;
	sn2segment1=4'b0000;
	sn2segment2=4'b0000;
	sn1segment2=sn1segment2-4'b0001;
	we1segment2=we1segment2-4'b0001;
	we2segment2=we2segment2-4'b0001;
	display(sn1segment1,SN1D1);
	display(sn1segment2,SN1D2);
	display (sn2segment1,SN2D1);
	display (sn2segment2,SN2D2);
	display (we1segment1,WE1D1);
	display (we1segment2,WE1D2);
	display (we2segment1,WE2D1);
	display (we2segment2,WE2D2);
	end
	else
	begin
	count=count+4'b0001;
	state=s0;
	sn1segment1=4'b0000;
	sn1segment2=4'b0000;
	sn2segment2=sn2segment2-4'b0001;
	we1segment2=we1segment2-4'b0001;
	we2segment2=we2segment2-4'b0001;
	display (sn1segment1[3:0],SN1D1[6:0]);
	display (sn1segment2,SN1D2);
	display (sn2segment1,SN2D1);
	display (sn2segment2,SN2D2);
	display (we1segment1,WE1D1);
	display (we1segment2,WE1D2);
	display (we2segment1,WE2D1);
	display (we2segment2,WE2D2);
	end
	end
s1: 
	begin
	if(count==4'b1111)
	begin
	state=s2;
	count=4'b0000;
	sn2segment1 = 4'b0100;
	sn2segment2 = 4'b0101;
	we1segment1=4'b0000;
	we1segment2=4'b0000;
	sn1segment2=sn1segment2-4'b0001;
	sn2segment2=sn2segment2-4'b0001;
	we2segment2=we2segment2-4'b0001;
	display (sn1segment1,SN1D1);
	display (sn1segment2,SN1D2);
	display (sn2segment1,SN2D1);
	display (sn2segment2,SN2D2);
	display (we1segment1,WE1D1);
	display (we1segment2,WE1D2);
	display (we2segment1,WE2D1);
	display (we2segment2,WE2D2);
	end
	else
	begin
	count=count+1;
	state=s1;
	sn2segment1=4'b0000;
	sn2segment2=4'b0000;
	sn1segment2=sn1segment2-4'b0001;
	we1segment2=we1segment2-4'b0001;
	we2segment2=we2segment2-4'b0001;
	display (sn1segment1,SN1D1);
	display (sn1segment2,SN1D2);
	display (sn2segment1,SN2D1);
	display (sn2segment2,SN2D2);
	display (we1segment1,WE1D1);
	display (we1segment2,WE1D2);
	display (we2segment1,WE2D1);
	display (we2segment2,WE2D2);
	end
	end
s2:
	begin
	if(count==4'b1111)
	begin
	state =s3;
	count=4'b0000;
	we1segment1 = 4'b0100;
	we1segment2 = 4'b0101;
	we2segment1=4'b0000;
	we2segment2=4'b0000;
	sn1segment2=sn1segment2-4'b0001;
	sn2segment2=sn2segment2-4'b0001;
	we1segment2=we1segment2-4'b0001;
	display (sn1segment1,SN1D1);
	display (sn1segment2,SN1D2);
	display (sn2segment1,SN2D1);
	display (sn2segment2,SN2D2);
	display (we1segment1,WE1D1);
	display (we1segment2,WE1D2);
	display (we2segment1,WE2D1);
	display (we2segment2,WE2D2);
	end
	else
	begin
	count=count+4'b0001;
	state=s2;
	we1segment1=4'b0000;
	we1segment2=4'b0000;
	sn1segment2=sn1segment2-4'b0001;
	sn2segment2=sn2segment2-4'b0001;
	we2segment2=we2segment2-4'b0001;
	display (sn1segment1,SN1D1);
	display (sn1segment2,SN1D2);
	display (sn2segment1,SN2D1);
	display (sn2segment2,SN2D2);
	display (we1segment1,WE1D1);
	display (we1segment2,WE1D2);
	display (we2segment1,WE2D1);
	display (we2segment2,WE2D2);
	end
	end
s3:
	begin
	if(count==4'b1111)
	begin
	state =s0;
	count=4'b0000;
	we2segment1 = 4'b0100;
	we2segment2 = 4'b0101;
	sn1segment1=4'b0000;
	sn1segment2=4'b0000;
	sn2segment2=sn2segment2-4'b0001;
	we1segment2=we1segment2-4'b0001;
	we2segment2=we2segment2-4'b0001;
	display (sn1segment1,SN1D1);
	display (sn1segment2,SN1D2);
	display (sn2segment1,SN2D1);
	display (sn2segment2,SN2D2);
	display (we1segment1,WE1D1);
	display (we1segment2,WE1D2);
	display (we2segment1,WE2D1);
	display (we2segment2,WE2D2);
	end
	else
	begin
	count=count+4'b0001;
	state=s3;
	we2segment1=4'b0000;
	we2segment2=4'b0000;
	sn1segment2=sn1segment2-4'b0001;
	sn2segment2=sn2segment2-4'b0001;
	we1segment2=we1segment2-4'b0001;
	display (sn1segment1,SN1D1);
	display (sn1segment2,SN1D2);
	display (sn2segment1,SN2D1);
	display (sn2segment2,SN2D2);
	display (we1segment1,WE1D1);
	display (we1segment2,WE1D2);
	display (we2segment1,WE2D1);
	display (we2segment2,WE2D2);
	end
	end
endcase
end
end
always@(state)
begin
case(state)
s0: 
	begin
	GSN1=1;GSN2=0;GWE1=0;RNS=0;
	RWE=1;GWE2=0;
	end
s1: 
	begin
	GSN1=0;GSN2=1;GWE1=0;RNS=0;
	RWE=1;GWE2=0;
	end
s2: 
	begin
	GSN1=0;GSN2=0;GWE1=1;RNS=1;
	RWE=0;GWE2=0;
	end
s3: 
	begin
	GSN1=0;GSN2=0;GWE1=0;RNS=1;
	RWE=0;GWE2=1;
	end
endcase
end
endmodule
```

## flow/constraint.sdc

```tcl
current_design traffic_control

set clk_period 4.1
set clk_io_pct 0.2

create_clock -name clk0 -period $clk_period [get_ports {CLK}]

set non_clock_inputs [all_inputs -no_clocks]
set_input_delay [expr $clk_period * $clk_io_pct] -clock clk0 $non_clock_inputs
set_output_delay [expr $clk_period * $clk_io_pct] -clock clk0 [all_outputs]
```

## flow/config.mk

```make
export PLATFORM = sky130hd
export DESIGN_NAME = traffic_control
export DESIGN_NICKNAME = traffic_control
export VERILOG_FILES = /design/flow/design.v
export SDC_FILE = /design/flow/constraint.sdc
export NUM_CORES = 4
export LEC_CHECK = 1
export CORE_UTILIZATION = 30
```

## flow/run.sh

```bash
#!/bin/bash
# OpenROAD 26Q1-2900-gdf79404cd8, Yosys 0.63+post, stock flow scripts
make -C /OpenROAD-flow-scripts/flow DESIGN_CONFIG=/design/flow/config.mk WORK_HOME=/design/flow/orfs finish
```

==> results.tsv <==
metric	value	unit
max-slew violations	0	
drt drc	0	
adder share	0.02659	
Final Skew	0.009208	ns
Final Util	0.3685	
Main logic family	AND-OR/OR-AND gates	
drt total wl	14770	um
clock slew at reported path FFs	0.07	ns
Mean Syn Cell Area	9.036	um^2
n_diodes	0	
Clock Power Share	0.424	
Final ANT Viol Nets	0	
post-route setup TNS	0	ns
YS chip area	6117	um^2
required time of the worst setup path	4.21	ns
yosys stat cell total	677	
Row Count	51	
worst-margin pin slew	0.9170	ns
critical path's top delay family	simple AND/OR/NAND/NOR gates	
routed length per instance	14.99	um
RSZ-0062 raised after global routing	false	
CTS max path bufs	2	
critical-path cell list	inv_1 -> ha_1 -> nor3b_1 -> nor2_1 -> nor2_1 -> inv_1 -> ha_1 -> nand4b_1 -> o311a_1 -> o31ai_1 -> or3_1 -> a21oi_1 -> nor2_1	
die extent in x	144.8	um
asr flop ratio synth	0.3333	
Core Footprint	19720	um^2
fillers	1947	
post-synthesis cell count	677	
Log Warnings	29	
Post-Layout Inst Area	7266	um^2
Arr. time, crit path	3.48	ns
largest net degree at the start of global routing	49	
CP max-delay cell	nor3b_1	
CTS tree	done	
Initial DRT Pass Iterations	8	
switching power summed over all nets	0.4354	mW
Worst Setup Start Kind	flop	
floorplan core density	0.3102	
Worst VDD drop	0.1877	mV
xor+xnor area frac	0.03293	
die span in y	144.8	um
Worst Hold Class	reg2reg	
overall power	2.007	mW
1st-iter DRT viols	469	
final hold violations	0	
CTS Hold Bufs	0	
global route total overflow	0	
Registers, synthesis	96	
EDFF count, synth	64	
CP max FO	9	
Final min period	3.367	ns
yosys simple share	0.1902	
Final Wtd Congestion	0.9139	
Worst Path Buf+Inv	2	
cts bufs inserted	9	
area fraction in mux cells	0.02229	
critical path's largest stage delay	0.49	ns
Most common reg cell	edfxtp_1	
CP most frequent cell	nor2_1	
Mapped Area	6117	um^2
Compound Share, Synth	0.2315	
endpoints failing setup	0	
Logic pwr share	0.046	
top post-synthesis cells by count	nor2_1, o21ai_0, edfxtp_1	
PwrDens	276.2	nW/um^2
Cell Type Count	73	
Top-area cell share	0.3142	
setup bufs post-CTS	0	
layout cells sized above 1	0.07778	
critical path type	reg2reg	
I/O Pins	64	
vias per cell	5.308	
post-layout period usage	0.8213	
dpl ws	0.7564	ns
CTS Sinks	96	
register area share after synthesis	0.4469	
Slew Limit Headroom	0.3866	
Post-DP HPWL	10100	um
Switching Share	0.2169	
first-pass GRT wire length	24630	um
routed via count	5228	
GRT Total Usage	0.1517	
Int Pwr	1.572	mW
DIE AREA	20970	um^2
Worst Setup End Kind	flop	
outcome	finished, final reports clean	
cell with the most instances after synthesis	nor2_1	
CTS root buffer	clkbuf_16	
worst setup margin	0.7327	ns
initial antenna violation count	0	
Layout area overhead	18.78	%
cell accounting for the most synthesized area	edfxtp_1	
top cells, area	edfxtp_1, dfrtp_1, o21ai_0	
Fmax	297.0	MHz
placed cell area	6968	um^2
maxcap violations	0	
number of gates resized after CTS	0	
Pleak	2.669	nW
YS warnings	309	
IO buf count	63	
htree depth	3	
vias in the first global route	4769	
Seq pwr share	0.530	
clk ins delay skew pair	0.35	ns
## cell usage in the layout, fill, tap and decap left out, drive strengths merged, types with 9 or more instances in the layout
cell	n
o31ai	9
a31oi	9
ha	13
edfxtp	64
nor2b	12
o21ai	71
clkdlybuf4s50	63
inv	33
nor3	15
clkbuf	9
dfstp	9
dfrtp	23
a22oi	10
nor2	78
nand3	20
xnor2	18
nand2	51
a21oi	60
## worst reg2reg max path, stage by stage, from the launching register on
cell      delay (ns)
dfstp_2         0.41
inv_1           0.17
ha_1            0.29
nor3b_1         0.49
nor2_1          0.23
nor2_1          0.17
inv_1           0.06
ha_1            0.27
nand4b_1        0.13
o311a_1         0.17
o31ai_1         0.10
or3_1           0.41
a21oi_1         0.15
nor2_1          0.06
## stage by stage
step | hold WS (ns) | std cells
2_1_floorplan | 0.4550 | 677
3_3_place_gp | 0.4745 | 969
3_5_place_dp | 0.4778 | 969
4_1_cts | 0.4874 | 985
5_1_grt | 0.5141 | 985
6_report | 0.4886 | 985
## cells by family after synthesis
| logic type | after synthesis |
|---|---|
| buf+inv | 76 |
| fa+ha+maj | 13 |
| flops | 96 |
| simple gates | 231 |
| xor+xnor | 23 |
| compound gates | 225 |
| mux | 13 |
## sequential cells by signal, indices dropped and copies added, names as in the netlist, 7 cells and up, named ones only
signal	cells
SN1D1	7
SN1D2	7
SN2D1	7
SN2D2	7
WE1D1	7
WE1D2	7
WE2D1	7
WE2D2	7
## routing by layer
layer | up-vias | wire, um | GRT usage
met3 | 22 | 823 | 0.02982
li1 | 2590 | - | -
met1 | 2453 | 6838 | 0.2336
met4 | 0 | 231 | 0.02105
met5 | - | 0 | 0
met2 | 163 | 6872 | 0.2318
## worst paths after layout
| path | from | to | slack [ns] | cells after the start |
|---|---|---|---|---|
| max | we1segment1[0]$_DFF_PP1_ | WE1D2[6]$_DFFE_PN_ | 0.73 | 13 |
| min | flop | flop | 0.49 | 2 |
| max reg2reg | we1segment1[0]$_DFF_PP1_ | WE1D2[6]$_DFFE_PN_ | 0.73 | 13 |
| min reg2reg | flop | flop | 0.49 | 2 |
| max in group asynchronous | RESET | we2segment2[2]$_DFF_PP1_ | 2.29 | 4 |
| min in group asynchronous | RESET | we1segment2[1]$_DFF_PP0_ | 0.91 | 2 |
## power groups by stage
stage | clock network (mW) | logic (mW) | registers, mW
4_1_cts | 0.880 | 0.0935 | 1.06
5_1_grt | 0.916 | 0.104 | 1.07
6_report | 0.851 | 0.0916 | 1.06
## cell type report
cell class | instances | area, um^2 | share of cell area
well taps | 265 | 331.6 | 0.04563
repair buffers | 70 | 695.7 | 0.09575
inverters | 33 | 126.4 | 0.01739
flip-flops and latches | 96 | 2734 | 0.3763
multi-input cells | 505 | 3080 | 0.4240
clock buffers | 9 | 225.2 | 0.03100
clock inverters | 7 | 72.57 | 0.009988
Power is estimated from default activity; no workload was simulated.
